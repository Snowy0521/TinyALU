<file path="design/flow/config.mk">
export PLATFORM = sky130hd
export DESIGN_NAME = tinyalu
export DESIGN_NICKNAME = tinyalu
export VERILOG_FILES = /design/flow/design.v
export SDC_FILE = /design/flow/constraint.sdc
export NUM_CORES = 4
export LEC_CHECK = 1
export CORE_UTILIZATION = 30
</file>
<file path="design/flow/constraint.sdc">
current_design tinyalu

set clk_period 8.6
set clk_io_pct 0.2

create_clock -name clk0 -period $clk_period [get_ports {clk}]

set non_clock_inputs [all_inputs -no_clocks]
set_input_delay [expr $clk_period * $clk_io_pct] -clock clk0 $non_clock_inputs
set_output_delay [expr $clk_period * $clk_io_pct] -clock clk0 [all_outputs]
</file>
<file path="design/flow/design.v">
module single_cycle (
    input  logic        clk,
    input  logic        rst_n,
    input  logic        start,
    input  logic [2:0]  op,
    input  logic [7:0]  A,
    input  logic [7:0]  B,
    output logic        done,
    output logic [15:0] result
);
    logic done_int;
    always_ff @(posedge clk or negedge rst_n) begin
        if (!rst_n) begin
            result   <= '0;
            done_int <= '0;
        end
        else begin
            done_int <= '0;   
            if (start && (op != 3'b000)) begin
                case (op[1:0])
                    2'b01:   result <= {8'b0, A} + {8'b0, B};    
                    2'b10:   result <= {8'b0, A} & {8'b0, B};
                    2'b11:   result <= {8'b0, A} ^ {8'b0, B};
                    default: result <= '0;
                endcase
                done_int <= 1'b1;
            end
        end
    end
    assign done = done_int;
endmodule : single_cycle
module three_cycle (
    input  logic        clk,
    input  logic        rst_n,
    input  logic        start,
    input  logic [7:0]  A,
    input  logic [7:0]  B,
    output logic        done,
    output logic [15:0] result
);
    logic [7:0]  a_q, b_q;
    logic [15:0] mult1;
    logic        done1, done2, done3;
    logic        start_r; 
    always_ff @(posedge clk or negedge rst_n) begin
        if (!rst_n) start_r <= '0;
        else        start_r <= start;
    end
    wire start_pulse = start & ~start_r; 
    always_ff @(posedge clk or negedge rst_n) begin
        if (!rst_n) begin
            a_q     <= '0;
            b_q     <= '0;
            mult1   <= '0;
            result  <= '0;
            done1   <= '0;
            done2   <= '0;
            done3   <= '0;
        end
        else begin
            a_q   <= A;
            b_q   <= B;
            mult1 <= a_q * b_q;
            result <= mult1;
            done1  <= start_pulse;
            done2  <= done1;
            done3  <= done2;
        end
    end
    assign done = done3;
endmodule : three_cycle
module tinyalu (
    input   logic         clk,
    input   logic         rst_n,
    input   logic         start,
    input   logic [2:0]   op,
    input   logic [7:0]   A,
    input   logic [7:0]   B,
    output  logic         done,
    output  logic [15:0]  result
);
    logic           start_single;
    logic           start_multi;
    logic           done_aax;
    logic           done_mult;
    logic [15:0]    result_aax;
    logic [15:0]    result_mult;
    always_comb begin
        case (op[2])
            1'b0: begin
                start_single = start;
                start_multi  = 1'b0;
            end
            1'b1: begin
                start_single = 1'b0;
                start_multi  = start;
            end
            default: begin
                start_single = 1'b0;
                start_multi  = 1'b0;
            end
        endcase
    end
    always_comb begin
        case (op[2])
            1'b0: result = result_aax;
            1'b1: result = result_mult;
            default: result = 16'bx;
        endcase
    end
    always_comb begin
        case (op[2])
            1'b0: done = done_aax;
            1'b1: done = done_mult;
            default: done = 1'bx;
        endcase
    end
    single_cycle u_aax (
        .clk(clk),
        .rst_n(rst_n),
        .start(start_single),
        .op(op),
        .A(A),
        .B(B),
        .done(done_aax),
        .result(result_aax)
    );
    three_cycle u_mult (
        .clk(clk),
        .rst_n(rst_n),
        .start(start_multi),
        .A(A),
        .B(B),
        .done(done_mult),
        .result(result_mult)
    );
endmodule : tinyalu
</file>
<file path="design/flow/run.sh">
#!/bin/bash
# OpenROAD 26Q1-2900-gdf79404cd8, Yosys 0.63+post, stock flow scripts
make -C /OpenROAD-flow-scripts/flow DESIGN_CONFIG=/design/flow/config.mk WORK_HOME=/design/flow/orfs finish
</file>
==> load_flow_metrics.sql <==
-- metrics for the results database
INSERT INTO impl_metrics (metric_group, metric, value, unit) VALUES
('worst_setup_path', 'cpPeakStageDelay', '1.00', 'ns'),
('cts', 'worst_setup_hold_path_clk_slew', '0.05', 'ns'),
('floorplan', 'floorplan_die_width', '124.8', 'microns'),
('timing', 'unrepaired_setup_endpoints_after_global_routing', 'false', ''),
('timing', 'final-hold-violation-count', '0', ''),
('place', 'number_of_port_buffers', '38', ''),
('worst_setup_path', 'required', '6.88', 'ns'),
('worst_setup_path', 'setup.worst_path.end_class', 'output port', ''),
('synthesis', 'enable_flop_cells', '0', ''),
('global_routing', 'grt_max_degree', '63', ''),
('worst_setup_path', 'cp_max_fo', '20', ''),
('floorplan', 'floorplan.die.height', '124.8', 'microns'),
('timing', 'worst-slew-pin-transition', '0.8079', 'ns'),
('cts', 'clockBufferDepth', '2', ''),
('timing', 'timing.final.crit_period', '5.257', 'ns'),
('synthesis', 'postSynthSeqShare', '0.3428', ''),
('worst_setup_path', 'timing.critical_path.mode_cell', 'sky130_fd_sc_hd__clkdlybuf4s50_1', ''),
('detailed_routing', 'firstDrtPassIters', '20', ''),
('detailed_routing', 'post-route-drc-count', '0', ''),
('cts', 'holdBufCountCts', '0', ''),
('worst_hold_path', 'kind_of_path_behind_the_tightest_hold_check', 'reg2reg', ''),
('cells_and_area', 'areaGrowthSynthToFinish', '18.72', '%'),
('flow_run', 'openroad.warnings', '25', ''),
('cts', 'cts_tree', 'done', ''),
('power_and_ir_drop', 'leakage', '2.540', 'nW'),
('timing', 'setup_viol', '0', ''),
('detailed_routing', 'post_drt_via_cell_ratio', '4.675', ''),
('synthesis', 'synth-cells-yosys', '430', ''),
('cells_and_area', 'final_layout_size_suffix_gt1_frac', '0.07966', ''),
('detailed_routing', 'dr_total_vias', '3090', ''),
('power_and_ir_drop', 'pwr_density_cell', '227.6', 'mW/mm^2'),
('floorplan', 'num_io_pins', '39', ''),
('place', 'placed_cell_area', '0.005097', 'sq mm'),
('cts', 'post-cts-setup-buffer-count', '0', ''),
('cts', 'htree_levels', '3', ''),
('cts', 'cts-buffers-inserted', '9', ''),
('worst_setup_path', 'slowest_cp_cell', 'sky130_fd_sc_hd__clkdlybuf4s50_1', ''),
('timing', 'achievable-frequency', '0.1902', 'GHz'),
('synthesis', 'synth-area-yosys', '0.004526', 'sq mm'),
('global_routing', 'grt-ovfl-total', '0', ''),
('detailed_routing', 'diodes', '0', ''),
('worst_setup_path', 'worst_setup_path_category', 'in2out', ''),
('synthesis', 'asyncSetResetFlopFracSynth', '1.000', ''),
('detailed_routing', 'wl', '8790', 'microns'),
('cts', 'clockRootBuffer', 'sky130_fd_sc_hd__clkbuf_16', ''),
('global_routing', 'grt_antenna_before_repair', '0', ''),
('cts', 'cts-resized-gates', '0', ''),
('synthesis', 'post_synth.cell_area_avg', '10.52', 'sq um'),
('synthesis', 'synthesis.instances', '430', ''),
('outcome', 'run_status', 'finished clean', ''),
('flow_run', 'cap_viol_max_count', '0', ''),
('global_routing', 'first_global_vias', '3022', ''),
('global_routing', 'grt_first_pass_wirelength', '14920', 'microns'),
('timing', 'drv_slew', '0', ''),
('timing', 'final_min_period_over_clock_period', '0.6113', ''),
('worst_setup_path', 'critical_path.startpoint_type', 'primary input', ''),
('synthesis', 'post_synth_instance_area', '0.004526', 'sq mm'),
('cells_and_area', 'final.fill_count', '1403', ''),
('worst_setup_path', 'worstPathArrival', '3.54', 'ns'),
('floorplan', 'core_util_floorplan', '0.3090', ''),
('floorplan', 'fp-row-count', '44', ''),
('floorplan', 'chipArea', '0.01558', 'sq mm'),
('synthesis', 'ys.flops', '62', ''),
('synthesis', 'synthFlopType', 'sky130_fd_sc_hd__dfrtp_1', ''),
('timing', 'setup_tns', '0', 'ns'),
('cts', 'clock_sinks', '62', ''),
('place', 'gp_congestion', '0.8029', ''),
('synthesis', 'synth_cell_type_count', '44', ''),
('detailed_routing', 'routed_wire_length_per_instance', '13.30', 'microns'),
('power_and_ir_drop', 'peakVddDrop', '0.09107', 'mV'),
('global_routing', 'total_routing_resource_utilization_after_global_routing', '0.1226', ''),
('cells_and_area', 'final_core_occ', '0.3669', ''),
('place', 'detailed_place_hpwl', '6763', 'microns'),
('synthesis', 'ys_warn_count', '3', ''),
('floorplan', 'placeableCoreArea', '0.01464', 'sq mm'),
('timing', 'max_slew_margin', '0.4597', ''),
('worst_setup_path', 'cell_chain_of_the_critical_path', 'clkdlybuf4s50_1, mux2_2, clkdlybuf4s50_1', ''),
('detailed_routing', 'ant_nets', '0', ''),
('cells_and_area', 'postLayoutCellArea', '0.005373', 'sq mm'),
('timing', 'clock_skew', '0.006196', 'ns'),
('cts', 'worst_skew_pair.late_latency', '0.33', 'ns'),
('detailed_routing', 'drtIter0Drc', '172', '');
==> power breakdown <==
group | internal, mW | switching, mW | total (mW) | leakage, nW
logic | 0.241 | 0.253 | 0.493 | 1.66
clock network | 0.195 | 0.136 | 0.332 | 0.133
registers | 0.366 | 0.0314 | 0.398 | 0.747
==> cell families after synthesis <==
group                      Yosys count  synth area share
xor gates and xnor gates            13           0.02682
adders and majority gates           81            0.2853
and+or+nand+nor                    128            0.1515
muxes                               17           0.04092
AOI/OAI and AO/OA                   65           0.09705
DFF                                 62            0.3428
buffers and inverters               64           0.05557
==> cell usage after synthesis (2+ instances only) <==
cell type                   count  area [sq um]
sky130_fd_sc_hd__nor2_1        13         48.80
sky130_fd_sc_hd__nand2_1       37         138.9
sky130_fd_sc_hd__a21oi_2        2         17.52
sky130_fd_sc_hd__dfrtp_1       62          1551
sky130_fd_sc_hd__o211ai_1       4         30.03
sky130_fd_sc_hd__a221oi_1       3         26.28
sky130_fd_sc_hd__mux2_2        12         135.1
sky130_fd_sc_hd__a31oi_1        6         37.54
sky130_fd_sc_hd__nor3_1         3         15.01
sky130_fd_sc_hd__o21ai_0       10         50.05
sky130_fd_sc_hd__buf_2          6         30.03
sky130_fd_sc_hd__ha_1          44         550.5
sky130_fd_sc_hd__nor2b_1        6         37.54
sky130_fd_sc_hd__nor3b_1        2         15.01
sky130_fd_sc_hd__nand4_1        2         12.51
sky130_fd_sc_hd__xor2_1         4         35.03
sky130_fd_sc_hd__mux2i_1        5         50.05
sky130_fd_sc_hd__nand2b_1       5         31.28
sky130_fd_sc_hd__inv_1         56         210.2
sky130_fd_sc_hd__o21ai_2        2         17.52
sky130_fd_sc_hd__a2bb2oi_1      2         17.52
sky130_fd_sc_hd__a21o_1         5         37.54
sky130_fd_sc_hd__and2_1        54         337.8
sky130_fd_sc_hd__o22ai_1        3         18.77
sky130_fd_sc_hd__a211oi_1       4         30.03
sky130_fd_sc_hd__a21oi_1       17         85.08
sky130_fd_sc_hd__fa_1          37         740.7
sky130_fd_sc_hd__xnor2_1        8         70.07
==> final timing paths <==
check / startpoint / end / slack (ns) / cells after the start
setup / recovery: op[2] / result[1] / 3.34 / 3
hold / removal: u_mult.mult1[2]$_DFF_PN0_ / u_mult.result[2]$_DFF_PN0_ / 0.35 / 0
setup reg to reg: u_mult.a_q[5]$_DFF_PN0_ / u_mult.mult1[14]$_DFF_PN0_ / 4.33 / 13
hold reg to reg: u_mult.mult1[2]$_DFF_PN0_ / u_mult.result[2]$_DFF_PN0_ / 0.35 / 0
max in group asynchronous: rst_n / u_mult.b_q[5]$_DFF_PN0_ / 6.56 / 2
min in group asynchronous: rst_n / u_mult.result[6]$_DFF_PN0_ / 1.55 / 2
==> sequential cells by signal, summed over array words and instances, names as in the netlist <==
signal / cells
u_mult.result: 16
u_mult.done1: 1
u_aax.done_int: 1
u_aax.result: 9
u_mult.start_r: 1
u_mult.b_q: 8
u_mult.mult1: 16
u_mult.a_q: 8
u_mult.done2: 1
u_mult.done3: 1
==> per-stage QoR <==
step | hold slack [ns] | power (mW) | cells | worst slack [ns]
6_report | 0.3452 | 1.223 | 661 | 3.343
5_1_grt | 0.3556 | 1.332 | 661 | 3.206
4_1_cts | 0.3478 | 1.245 | 661 | 3.291
3_5_place_dp | 0.3356 | 0.8998 | 645 | 3.296
3_3_place_gp | 0.3349 | 0.8927 | 645 | 3.323
2_1_floorplan | 0.3312 | 0.7601 | 430 | 4.613
==> worst max-delay path, delay by kind of cell <==
kind | cells | cell delay [ns]
buffers and inverters | 2 | 1.40
muxes | 1 | 0.41
==> per-layer routing <==
layer / up-vias / track usage / wire (microns)
met1: 1528 / 0.1808 / 3977
met4: 0 / 0.01506 / 98
met3: 9 / 0.01883 / 398
met5: - / 0 / 0
li1: 1494 / - / -
met2: 59 / 0.2019 / 4315
==> layout by cell type (no fill, tap or decap), types with 4 or more instances in the layout <==
cell type / count
sky130_fd_sc_hd__inv_1: 56
sky130_fd_sc_hd__dfrtp_1: 62
sky130_fd_sc_hd__clkbuf_16: 9
sky130_fd_sc_hd__ha_1: 44
sky130_fd_sc_hd__nor2_1: 13
sky130_fd_sc_hd__o211ai_1: 4
sky130_fd_sc_hd__a31oi_1: 6
sky130_fd_sc_hd__nand2b_1: 5
sky130_fd_sc_hd__a21o_1: 5
sky130_fd_sc_hd__and2_1: 54
sky130_fd_sc_hd__a211oi_1: 4
sky130_fd_sc_hd__a21oi_1: 17
sky130_fd_sc_hd__nand2_1: 37
sky130_fd_sc_hd__clkdlybuf4s50_1: 37
sky130_fd_sc_hd__mux2i_1: 5
sky130_fd_sc_hd__o21ai_0: 10
sky130_fd_sc_hd__xnor2_1: 8
sky130_fd_sc_hd__mux2_2: 12
sky130_fd_sc_hd__xor2_1: 4
sky130_fd_sc_hd__nor2b_1: 6
sky130_fd_sc_hd__fa_1: 37
==> cell type report <==
type                    instances  area, sq um  area share
multi-input cells             304         2723      0.5068
flip-flops and latches         62         1551      0.2888
inverters                      56        210.2     0.03912
clock buffers                   9        225.2     0.04192
clock inverters                 7        50.05    0.009315
repair buffers                 39        382.9     0.07126
well taps                     184        230.2     0.04285
Power figures rest on the tool's default switching activity, not on a simulated workload.
